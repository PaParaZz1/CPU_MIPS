<file path="design/flow/run.sh">
#!/bin/bash
# OpenROAD 26Q1-2900-gdf79404cd8, Yosys 0.63+post, stock flow scripts
make -C /OpenROAD-flow-scripts/flow DESIGN_CONFIG=/design/flow/config.mk WORK_HOME=/design/flow/orfs finish
</file>
<file path="design/flow/config.mk">
export PLATFORM = sky130hd
export DESIGN_NAME = LoadExt
export DESIGN_NICKNAME = LoadExt
export VERILOG_FILES = /design/flow/design.v
export SDC_FILE = /design/flow/constraint.sdc
export NUM_CORES = 4
export LEC_CHECK = 1
export CORE_AREA = 10 10 83 83
export DIE_AREA = 0 0 93 93
</file>
<file path="design/flow/constraint.sdc">
current_design LoadExt

set clk_period 6.5
set clk_io_pct 0.2

create_clock -name clk0 -period $clk_period

set non_clock_inputs [all_inputs -no_clocks]
set_input_delay [expr $clk_period * $clk_io_pct] -clock clk0 $non_clock_inputs
set_output_delay [expr $clk_period * $clk_io_pct] -clock clk0 [all_outputs]
</file>
<file path="design/flow/design.v">
`timescale 1ns / 1ns
`timescale 1ns / 1ps
module LoadExt(
    input [31:0] mem_out,
    input [2:0] L_S_SL,
    input [1:0] DMAddr,
    output [31:0] DM_data
    );
	 wire [31:0] lh_out,lb_out,lhu_out,lbu_out;
	 assign lhu_out=(DMAddr[1]==1'b1)?{16'h0000,mem_out[31:16]}:{16'h0000,mem_out[15:0]};
	 assign lbu_out=(DMAddr[1:0]==2'b11)?{24'h000000,mem_out[31:24]}:
						(DMAddr[1:0]==2'b10)?{24'h000000,mem_out[23:16]}:
						(DMAddr[1:0]==2'b01)?{24'h000000,mem_out[15:8]}:
						{24'h000000,mem_out[7:0]};
	 assign lh_out=(DMAddr[1]==1'b1)?{{16{mem_out[31]}},mem_out[31:16]}:{{16{mem_out[15]}},mem_out[15:0]};
	 assign lb_out=(DMAddr[1:0]==2'b11)?{{24{mem_out[31]}},mem_out[31:24]}:
						(DMAddr[1:0]==2'b10)?{{24{mem_out[23]}},mem_out[23:16]}:
						(DMAddr[1:0]==2'b01)?{{24{mem_out[15]}},mem_out[15:8]}:
						{{24{mem_out[7]}},mem_out[7:0]};
	 assign DM_data=(L_S_SL==3'b000)?lb_out:
						  (L_S_SL==3'b001)?lh_out:
						  (L_S_SL==3'b010)?mem_out:
						  (L_S_SL==3'b110)?lbu_out:
						  (L_S_SL==3'b101)?lhu_out:
						  32'h00000000;
endmodule
</file>
==> impl_metrics.yaml <==
# yosys + openroad results
synthesis:
  yosys_warnings: 0
  yosys.cell_types.count: 28
  synthTopCellsByArea: "a21oi_1 (14%), o21ai_0 (14%), mux2i_1 (11%)"
  top_cell: "a21oi_1"
  synth_area_um2: 932.1
  ys_area_um2: 932.1
  yosysTopAreaCell: "a21oi_1"
  common_cells: "a21oi_1 (27), o21ai_0 (26), mux2i_1 (10)"
  ys_cells: 138
  syn_inst: 138
  syn_area_per_cell_um2: 6.755
  top_area_share_pct: 14.50
  postSynthSeqShare_pct: 0
setup_path:
  critPathBufInv: 2
  cp.arrival_ns: 3.82
  end_kind: "output pin"
  crit_path_cell_trace: "clkdlybuf4s50_1 > nand2b_4 > or3_1 > a21oi_1 > clkdlybuf4s50_1"
  slowest_delay_ns: 0.92
  worstPathRequired_ns: 5.20
  cpMaxStageDelayCell: "clkdlybuf4s50_1"
  start_kind: "input port"
  critPathTopFamily: "buffers and inverters"
  path_class: "input port to output pin"
  crit_start: "L_S_SL[0]"
  cp_max_fo: 20
  path_common_cell: "clkdlybuf4s50_1"
grt:
  gr-usage-all-layers_pct: 9.958
  antenna_found_initial: 0
  grt_max_degree: 22
  grt_pass1_vias: 1361
  grt-ovfl-total: 0
  grt_first_pass_wirelength_um: 7203
clock_network:
  cts_resized: 0
  cts_setup_buffers: 0
  ctsHoldBuffers: 0
sta:
  final-setup-viol-count: 0
  fmax_mhz: 195.2
  setup_tns_ns: 0
  slew_headroom_pct: 53.42
  drv_slew: 0
  holdWs_ns: 3.589
  period_minus_slack_ns: 5.124
  rsz0062_at_grt: "no"
  finalHoldViolations: 0
  worst_pin_slew_ns: 0.6965
  period_used_pct: 78.82
power:
  vdd_ir_drop_max_mv: 0.02139
  pwr-share-clk_pct: 0
  leakagePower_nw: 0.6372
  power_density_nw_per_um2: 71.37
  finalPower_w: 0.0001160
  p_sw_w: 0.00004303
  p_int_w: 0.00007297
  switching_share_pct: 37.10
  p_comb_share_pct: 100.0
  pwr-share-seq_pct: 0
worst_hold_path:
  hold_class: "input port to output pin"
  worstHoldStart: "mem_out[12]"
die:
  pin_count: 69
  dieArea_um2: 8649
  fp_util_pct: 18.14
  die_h_um: 93
  chipWidth_um: 93
  core.rowCount: 26
  core_area_um2: 5140
drt:
  num_vias: 1259
  antennaDiodeCount: 0
  drc: 0
  routed_wl_um: 4441
  drtIter0Drc: 115
  drtPass1Iterations: 4
  ant_nets: 0
  routedWlPerCell_um: 16.95
  viasPerCell: 4.805
layout:
  flops: 0
  syn2layout_area_growth_pct: 74.36
  regArea_um2: 0
  drive_gt1_share_pct: 8.333
  fin_util_pct: 31.62
  fin_cells: 262
  clkbuf_count: 0
flow_run:
  maxCapViolations: 0
  tool_warnings: 32
placed_design:
  port_buffers: 69
  dp_cells: 262
  place.gp.congestion: 0.8101
  dp_hpwl_um: 3619
status:
  status: "complete, no violations"
## metrics by stage
| stage | cell area (µm²) | worst slack, ns |
|---|---|---|
| 5_1_grt | 1625 | 1.191 |
| 3_5_place_dp | 1625 | 1.356 |
| 6_report | 1625 | 1.376 |
| 3_3_place_gp | 1625 | 1.365 |
| 2_1_floorplan | 932.1 | 2.959 |
| 4_1_cts | 1625 | 1.352 |
## logic make-up after synthesis
group                  share of synthesized area [%]
multiplexers                                   20.40
buffers and inverters                          11.14
AND/OR/NAND/NOR                                17.31
AND-OR/OR-AND                                  50.20
XOR/XNOR                                      0.9398
## path summary, 6_finish.rpt
check	to	slack, ns	cells after the start
hold / removal	DM_data[12]	3.59	4
setup / recovery	DM_data[18]	1.38	5
## cell usage in the layout (no fill, tap or decap), drive strengths merged
| cell | synthesis | final |
|---|---|---|
| buf | 11 | 2 |
| mux2i | 10 | 10 |
| mux4 | 1 | 1 |
| or3 | 2 | 2 |
| inv | 1 | 1 |
| clkdlybuf4s50 | 0 | 69 |
| nor2 | 10 | 10 |
| nand2 | 6 | 6 |
| o21bai | 1 | 1 |
| a21o | 6 | 6 |
| nor3b | 3 | 3 |
| nor2b | 1 | 1 |
| o21ai | 26 | 26 |
| a31oi | 5 | 5 |
| nand2b | 1 | 1 |
| and3b | 1 | 1 |
| a221o | 6 | 6 |
| o211a | 5 | 5 |
| or2 | 1 | 1 |
| mux2 | 6 | 6 |
| xor2 | 1 | 1 |
| a21oi | 28 | 28 |
## layout make-up
| class | count | area (µm²) |
|---|---|---|
| timing repair buffer | 71 | 705.7 |
| fill | 574 | 3515 |
| multi-input combinational | 120 | 828.3 |
| tap | 70 | 87.58 |
| inverter | 1 | 3.754 |
## power by group through the flow
stage	Sequential [W]	Combinational [W]	Clock (W)
after global routing	0	0.000129	0
after CTS	0	0.000118	0
final	0	0.000116	0
## worst min-delay path: cells and delay by family
kind / cells / cell delay (ns)
buffers and inverters: 2 / 0.83
AND-OR/OR-AND: 2 / 0.16
## routing by layer
| metal | part of all wire, % | up-vias | global-route usage (%) |
|---|---|---|---|
| met5 | 0 | - | 0 |
| met4 | 0 | 0 | 0 |
| met3 | 8.7 | 0 | 2.585 |
| met2 | 48 | 47 | 17.35 |
| met1 | 44 | 581 | 12.79 |
| li1 | - | 631 | - |
Power and IR drop assume default switching activity.
