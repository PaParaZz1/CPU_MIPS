--- /design/flow/constraint.sdc ---
current_design digital

set clk_period 19.1
set clk_io_pct 0.2

create_clock -name clk0 -period $clk_period [get_ports {clk}]

set non_clock_inputs [all_inputs -no_clocks]
set_input_delay [expr $clk_period * $clk_io_pct] -clock clk0 $non_clock_inputs
set_output_delay [expr $clk_period * $clk_io_pct] -clock clk0 [all_outputs]
--- /design/flow/design.v ---
`timescale 1ns / 1ns
module digital(
	 input clk,
	 input reset,
	 input [31:0] data_in,
    input [4:2] Addr, 
	 input enable,
	 output [3:0] sel0,
	 output [3:0] sel1,
	 output sel2,
	 output [7:0] code2,
	 output [7:0] code0,
	 output [7:0] code1,
	 output [31:0] data_return_cpu
    );
	 reg [3:0] led_bit[8:0];
	 reg [7:0] code0_3,code4_7;
	 reg [7:0] led_code[8:0];
	 reg [3:0] sel0_3,sel4_7;
	 reg [31:0] j;
	 integer i;
	 always @ (posedge clk) begin
		 if(reset) begin
			code0_3<=8'h00;
			code4_7<=8'h00;
			sel0_3<=4'h0;
			sel4_7<=4'h0;
			j<=32'h00000000;
			for(i=0;i<9;i=i+1) begin
				led_bit[i]<=4'b0000;
				led_code[i]<=8'h00;
			end
		 end
		 else begin
		   if(enable)begin
		     if(Addr==3'b110) begin
					led_bit[0]<=data_in[3:0];
					led_bit[1]<=data_in[7:4];
					led_bit[2]<=data_in[11:8];
					led_bit[3]<=data_in[15:12];
					led_bit[4]<=data_in[19:16];
					led_bit[5]<=data_in[23:20];
					led_bit[6]<=data_in[27:24];
					led_bit[7]<=data_in[31:28];
			  end
			  else begin
			      led_bit[8]<=data_in[3:0];
			  end
		   end
		   for(i=0;i<9;i=i+1)begin
				case(led_bit[i])
					4'b0000:led_code[i]<=8'b01111110;
					4'b0001:led_code[i]<=8'b00110000;
					4'b0010:led_code[i]<=8'b01101101;
					4'b0011:led_code[i]<=8'b01111001;
					4'b0100:led_code[i]<=8'b00110011;
					4'b0101:led_code[i]<=8'b01011011;
					4'b0110:led_code[i]<=8'b01011111;
					4'b0111:led_code[i]<=8'b01110000;
					4'b1000:led_code[i]<=8'b01111111;
					4'b1001:led_code[i]<=8'b01111011;
					4'b1010:led_code[i]<=8'b01110111;
					4'b1011:led_code[i]<=8'b00011111;
					4'b1100:led_code[i]<=8'b01001110;
					4'b1101:led_code[i]<=8'b00111101;
					4'b1110:led_code[i]<=8'b01001111;
					4'b1111:led_code[i]<=8'b01000111;
				endcase
			end
			j<=(j+1)%80;
			if(j<=20)begin
				sel0_3<=4'b0001;
				sel4_7<=4'b0001;
				code0_3<=led_code[0];
				code4_7<=led_code[4];
			end
			else if(j<=40)begin
				sel0_3<=4'b0010;
				sel4_7<=4'b0010;
				code0_3<=led_code[1];
				code4_7<=led_code[5];
			end
			else if(j<=60)begin
				sel0_3<=4'b0100;
				sel4_7<=4'b0100;
				code0_3<=led_code[2];
				code4_7<=led_code[6];
			end
			else begin
				sel0_3<=4'b1000;
				sel4_7<=4'b1000;
				code0_3<=led_code[3];
				code4_7<=led_code[7];
			end
		end
	 end
	 assign code2=~led_code[8];
	 assign sel0=sel0_3;
	 assign sel1=sel4_7;
	 assign sel2=(j>40)?1'b0:1'b1;
	 assign code0=~code0_3; 
	 assign code1=~code4_7; 
	 assign data_return_cpu=(Addr==3'b110)?{led_bit[7],led_bit[6],led_bit[5],led_bit[4],
					            led_bit[3],led_bit[2],led_bit[1],led_bit[0]}:
					            {28'h0000000,led_bit[8]};
endmodule
--- /design/flow/config.mk ---
export PLATFORM = sky130hd
export DESIGN_NAME = digital
export DESIGN_NICKNAME = digital
export VERILOG_FILES = /design/flow/design.v
export SDC_FILE = /design/flow/constraint.sdc
export NUM_CORES = 4
export LEC_CHECK = 1
export CORE_UTILIZATION = 40
--- /design/flow/run.sh ---
#!/bin/bash
# OpenROAD 26Q1-2900-gdf79404cd8, Yosys 0.63+post, stock flow scripts
make -C /OpenROAD-flow-scripts/flow DESIGN_CONFIG=/design/flow/config.mk WORK_HOME=/design/flow/orfs finish
==> run summary <==
Quick summary of the implementation run below.

The count of different cell masters after synthesis came out at between 90 and 100. The port buffer count came out at ~99. Max fanout on the critical path was recorded as 18. Grouping stages by cell kind, the critical path spends the most delay in AND-OR/OR-AND gates. The global-route wire length before repair is 47.1 mm. The weighted congestion reported at the end of routability-driven placement is a little under 1. The flow ran to the end, and the final reports show no timing, DRC or antenna violations. The most common logic cells in the final layout are 159 x nand2_1, 149 x dfxtp_1, 115 x nor2_1. The routed wire length per instance came out at 14.7 um. The number of antenna violations at the first check in global routing is 0. The clock transition at the registers of the reported paths is roughly 60 ps.

The count of max-cap constraint violations came out at 0. The cell leakage power came out at 4.86 nW. The global-route track usage on met3 came out at 0.0289.

The number of setup violations in the final report came out at 0. The critical path class is flop to flop. The flip-flop and latch count after synthesis is roughly 150.

No sink is reached through more buffers than the 2 on the longest clock path. The headroom to the max-slew limit is 0.405. The max-slew violation total from the final report came out at 0. The transition time recorded at the tightest slew-check pin is 886 ps. IR analysis of the VDD net gives a maximum drop of between 0.00005 and 0.00006 V.

The part of the cycle the worst path needs came out at 0.606. The total track usage is 0.198. The number of H-tree levels came out at 4.

In the final report, the number of hold violations comes to 0. The biggest area consumer among synthesized cells is dfxtp_1. The highest cell delay on the worst timing path is around 690 ps. The proportion of synthesized flip-flops having asynchronous set or reset came out at 0. The cell area after technology mapping came out at about 11,000 um2. In the Yosys report the total cell count is about 1,500.

In this build the clock could be raised as far as around 0.086 GHz. In this run the most used layer during global routing was met2. TritonCTS built the clock tree.

The sum of net half-perimeters after detailed placement came out at 20.1 mm. The number of placement rows is roughly 60. According to the timing report, the arrival time at the worst endpoint equals between 10,000 and 15,000 ps. The fraction of layout cells with a size suffix above 1 is 0.0675. The pin count of the biggest net entering global routing came out at 57. The layout overhead on the synthesized area came out at 17.0%. The master cell of the clock root buffer is clkbuf_16. The global routing met2 resource utilization came out at 0.307. Across all hold checks on the routed design, the worst slack comes to between 400 and 500 ps. After synthesis, the mean cell area works out to 7.74 um2. Clock latency on the worst-skew pair, taken at its later pin, is 410 ps.

In the routed layout, each cell is associated on average with a via count of 5.62. The finished layout reports a core utilization of 0.475. The tally of nets with antenna violations remaining after routing came out at 0. Buffers inserted during clock tree synthesis total 17. The met1 routing resource usage after global routing came out at 0.300.

The timing report gives the worst reg2reg path a setup slack of 7520 ps. The share of Yosys cell area claimed by the top area cell type is 0.264. The number of buffers inserted by post-CTS setup repair is 0. The die width came out at 170 um. Setup repair after global routing left no endpoint under its margin. The sequential area share after synthesis came out at 0.264. Summed over all layers, the global routing overflow is 0.

Per the synth stats, the flop cell with the highest instance count is dfxtp_1. The post-cts hold buffer count came out at 0. Counting the fill cells in the layout gives ~2,700.

According to the timing report, the data required time at the worst endpoint equals between 15,000 and 20,000 ps. The diode insertion count for antenna repair is 0. The minimum clock period came out at 11,580 ps. The post-cts repair resize count came out at 0. The synthesized netlist handed to floorplanning was reported with a cell count of 1,459. The class of the worst hold path is flop to flop.

The die span in y is approximately 170 um. Per the OpenROAD floorplan log, the area of the core is about 28,000 um2. In this run, synthesis inferred 0 flip-flops with an integrated enable.

Among all stages on the critical path, the largest delay is contributed by nor4_2. The startpoint type of the worst setup path is a flop. The number of detailed-routing iterations run before antenna repair came out at 5.

The most common logic cell in the final layout is nand2_1. The power per unit of standard cell area is around 89 nW/um2. The routed design has 28.2 mm of wire. The final route contains roughly 11,000 vias. The timing report notes that buffer and inverter cells on the critical path total 0. The count of pins on the block boundary came out at slightly above 100. The worst setup path is captured at a flop.

Counting stages on the worst path, the most repeated cell is a21oi_1. The via count of the first global-routing pass came out at about 9,600. The initial DRC count is slightly below 900.

Yosys printed 3 warnings. The worst clock skew on the final layout came out at 7.83 ps. For this design, the sink count on the clock tree is about 150. The overall die area is ~29,000 um2. The total cell area reported by yosys after synthesis is ~11,000 um2. The total negative setup slack came out at 0 ps. The DRC violation total left in the routed layout is recorded as 0. In the post-synthesis netlist, the biggest area contributors are dfxtp_1 26%, ha_1 7.2%, nand2_1 5.3%. The share of the core area taken by cells at floorplan is 0.406.

The OpenROAD warning count is 80.
## routing by layer
layer | share of wire | vias to the layer above
met5 | 0 | -
li1 | - | 5494
met3 | 0.055 | 32
met4 | 0.014 | 0
met2 | 0.45 | 343
met1 | 0.48 | 4911
## cells by family after synthesis
family                     after synthesis  share of synthesized area
and+or+nand+nor                        598                      0.271
AOI/OAI and AO/OA                      427                      0.275
DFF                                    149                      0.264
buffers and inverters                  141                     0.0544
adders and majority gates               66                     0.0729
xor gates and xnor gates                54                     0.0419
muxes                                   22                     0.0199
other                                    2                   0.000665
## where the power goes
part	leakage [nW]	switching [mW]	internal (mW)
combinational	3.32	0.271	0.188
sequential	1.24	0.0207	0.330
clock	0.309	0.130	0.235
total	4.86	0.422	0.753
## stage by stage
step | power (mW) | cell area [um2] | std cells | worst slack [ps]
4_1_cts | 1.18 | 13200 | 1918 | 7690
3_5_place_dp | 0.809 | 12600 | 1886 | 7750
3_3_place_gp | 0.812 | 12600 | 1886 | 7850
6_report | 1.18 | 13200 | 1918 | 7520
5_1_grt | 1.25 | 13200 | 1918 | 6670
2_1_floorplan | 0.723 | 11400 | 1485 | 9190
## final timing paths
check                 startpoint    endpoint  cells after the start
hold / removal    led_code[5][6]  code4_7[6]                      1
setup reg to reg            j[0]        j[5]                     36
setup / recovery            j[0]        j[5]                     36
hold reg to reg   led_code[5][6]  code4_7[6]                      1
## cells in the mapped netlist (5+ instances only)
library cell and number:
nand2_1 159, dfxtp_1 149, nor2_1 115, a21oi_1 103
clkbuf_1 67, ha_1 65, nand2b_1 52, inv_1 44
and2_1 43, nand3_1 43, a31oi_1 40, nor3_1 39
o21ai_0 39, xnor2_1 31, nand4_1 30, xor2_1 23
nor2b_1 22, a211oi_1 21, nor4_1 21, a221o_1 18
mux2i_1 18, o211ai_1 16, a22o_1 15, a311oi_1 14
and3_1 14, buf_2 14, a221oi_1 12, and4_1 12
o22ai_1 12, or2_2 12, o21ai_1 11, o31ai_1 11
buf_4 10, o221ai_1 9, or4_1 9, a32oi_1 7
a41oi_1 7, o21a_1 6, o2111ai_1 5, o221a_2 5
o31a_1 5, or3_1 5
## layout make-up
type | instances | area [um2] | share of cell area
multi-input combinational | 1195 | 7790 | 0.590
tap | 378 | 473 | 0.0358
clock inverter | 13 | 205 | 0.0155
inverter | 44 | 165 | 0.0125
clock buffer | 19 | 443 | 0.0335
sequential | 149 | 2980 | 0.226
timing repair buffer | 120 | 1150 | 0.0868
## flip-flops by register name, summed over array words and instances (netlist names)
signal / flops
j: 32
led_code: 63
code0_3: 7
sel4_7: 4
code4_7: 7
led_bit: 36
Power figures rest on the tool's default switching activity, not on a simulated workload.
