### /design/flow/run.sh
#!/bin/bash
# OpenROAD 26Q1-2900-gdf79404cd8, Yosys 0.63+post, stock flow scripts
make -C /OpenROAD-flow-scripts/flow DESIGN_CONFIG=/design/flow/config.mk WORK_HOME=/design/flow/orfs finish
### /design/flow/config.mk
export PLATFORM = sky130hd
export DESIGN_NAME = HAZARD
export DESIGN_NICKNAME = HAZARD
export VERILOG_FILES = /design/flow/design.v
export SDC_FILE = /design/flow/constraint.sdc
export NUM_CORES = 4
export LEC_CHECK = 1
export CORE_AREA = 10 10 86 86
export DIE_AREA = 0 0 96 96
### /design/flow/constraint.sdc
current_design HAZARD

set clk_period 2.4
set clk_io_pct 0.2

create_clock -name clk0 -period $clk_period

set non_clock_inputs [all_inputs -no_clocks]
set_input_delay [expr $clk_period * $clk_io_pct] -clock clk0 $non_clock_inputs
set_output_delay [expr $clk_period * $clk_io_pct] -clock clk0 [all_outputs]
### /design/flow/design.v
`timescale 1ns / 1ns
`timescale 1ns / 1ps
module HAZARD(
	input [1:0] E_newdata_type,
	input [1:0] M_newdata_type,
	input [1:0] W_newdata_type,
	input [1:0] rs_tuse,
	input [1:0] rt_tuse,
	input [4:0] rs,
	input [4:0] rt,
	input [4:0] WB,
	input [4:0] E_WB,
	input [4:0] M_WB,
	input [4:0] W_WB,
	input [4:0] E_RS,
	input [4:0] E_RT,
	input [4:0] M_RS,
	input [4:0] M_RT,
	input [4:0] W_RS,
	input [4:0] W_RT,
	output stall_pc,
	output stall_D,
	output stall_E,
	output stall_M,
	output stall_W,
	output reset_E,
	output reset_D,
	output reset_W,
	output reset_M,
	output [3:0] D_RSdata,
	output [3:0] E_RSdata,
	output [3:0] D_RTdata,
	output [3:0] E_RTdata,
	output [3:0] M_RTdata
    );
	 assign D_RSdata=((E_newdata_type==2'b11)&(rs==E_WB)&(E_WB!=5'b00000))?4'b1001:
						  ((M_newdata_type==2'b11)&(rs==M_WB)&(M_WB!=5'b00000))?4'b0110:
						  ((M_newdata_type==2'b01)&(rs==M_WB)&(M_WB!=5'b00000))?4'b0101:
						  ((W_newdata_type==2'b11)&(rs==W_WB)&(W_WB!=5'b00000))?4'b0011:
						  ((W_newdata_type==2'b01)&(rs==W_WB)&(W_WB!=5'b00000))?4'b0010:
						  ((W_newdata_type==2'b10)&(rs==W_WB)&(W_WB!=5'b00000))?4'b0001:0;
	 assign E_RSdata=((M_newdata_type==2'b01)&(E_RS==M_WB)&(M_WB!=5'b00000))?4'b0101:
						  ((M_newdata_type==2'b11)&(E_RS==M_WB)&(M_WB!=5'b00000))?4'b0110:
						  ((W_newdata_type==2'b01)&(E_RS==W_WB)&(W_WB!=5'b00000))?4'b0010: 
						  ((W_newdata_type==2'b11)&(E_RS==W_WB)&(W_WB!=5'b00000))?4'b0011:
						  ((W_newdata_type==2'b10)&(E_RS==W_WB)&(W_WB!=5'b00000))?4'b0001:0;
	 assign D_RTdata=((E_newdata_type==2'b11)&(rt==E_WB)&(E_WB!=5'b00000))?4'b1001:
						  ((M_newdata_type==2'b11)&(rt==M_WB)&(M_WB!=5'b00000))?4'b0110:
						  ((M_newdata_type==2'b01)&(rt==M_WB)&(M_WB!=5'b00000))?4'b0101:
						  ((W_newdata_type==2'b11)&(rt==W_WB)&(W_WB!=5'b00000))?4'b0011:
						  ((W_newdata_type==2'b01)&(rt==W_WB)&(W_WB!=5'b00000))?4'b0010:
						  ((W_newdata_type==2'b10)&(rt==W_WB)&(W_WB!=5'b00000))?4'b0001:0;
	 assign E_RTdata=((M_newdata_type==2'b01)&(E_RT==M_WB)&(M_WB!=5'b00000))?4'b0101:
						  ((M_newdata_type==2'b11)&(E_RT==M_WB)&(M_WB!=5'b00000))?4'b0110:
						  ((W_newdata_type==2'b11)&(E_RT==W_WB)&(W_WB!=5'b00000))?4'b0011:
						  ((W_newdata_type==2'b01)&(E_RT==W_WB)&(W_WB!=5'b00000))?4'b0010: 
						  ((W_newdata_type==2'b10)&(E_RT==W_WB)&(W_WB!=5'b00000))?4'b0001:0;
	 assign M_RTdata=((W_newdata_type==2'b11)&(E_RT==W_WB)&(W_WB!=5'b00000))?4'b0011:
						  ((W_newdata_type==2'b01)&(M_RT==W_WB)&(W_WB!=5'b00000))?4'b0010: 
						  ((W_newdata_type==2'b10)&(M_RT==W_WB)&(W_WB!=5'b00000))?4'b0001:0; 
	 wire stall_rs,stall_rt,stall_rs0_e1,stall_rs0_e2,stall_rs0_m1,stall_rs1_e2,
									stall_rt0_e1,stall_rt0_e2,stall_rt0_m1,stall_rt1_e2;
		assign stall=stall_rs|stall_rt;
		assign stall_rs0_e1=(rs_tuse==2'b00)
								  &(E_newdata_type==2'b01)
								  &(rs==E_WB)
								  &(E_WB!=5'b00000)
								  ?1:0;
		assign stall_rs0_e2=(rs_tuse==2'b00)
								  &(E_newdata_type==2'b10)
								  &(rs==E_WB)
								  &(E_WB!=5'b00000)
								  ?1:0;
		assign stall_rs0_m1=(rs_tuse==2'b00)
								  &(M_newdata_type==2'b10)
								  &(rs==M_WB)
								  &(M_WB!=5'b00000)
								  ?1:0;
		assign stall_rs1_e2=(rs_tuse==2'b01)
								  &(E_newdata_type==2'b10)
								  &(rs==E_WB)
								  &(E_WB!=5'b00000)
								  ?1:0;	
		assign stall_rs=stall_rs0_e1|stall_rs0_e2|stall_rs0_m1|stall_rs1_e2;
		assign stall_rt0_e1=(rt_tuse==2'b00)
								  &(E_newdata_type==2'b01)
								  &(rt==E_WB)
								  &(E_WB!=5'b00000)
								  ?1:0;
		assign stall_rt0_e2=(rt_tuse==2'b00)
								  &(E_newdata_type==2'b10)
								  &(rt==E_WB)
								  &(E_WB!=5'b00000)
								  ?1:0;
		assign stall_rt0_m1=(rt_tuse==2'b00)
								  &(M_newdata_type==2'b10)
								  &(rt==M_WB)
								  &(M_WB!=5'b00000)
								  ?1:0;
		assign stall_rt1_e2=(rt_tuse==2'b01)
								  &(E_newdata_type==2'b10)
								  &(rt==E_WB)
								  &(E_WB!=5'b00000)
								  ?1:0;	
		assign stall_rt=stall_rt0_e1|stall_rt0_e2|stall_rt0_m1|stall_rt1_e2;
		assign stall_pc=(stall==1)?1:0;
		assign stall_D=(stall==1)?1:0;
		assign reset_E=(stall==1)?1:0;
		assign reset_D=0;
		assign reset_M=0;
		assign reset_W=0;
endmodule
==> run_results.csv <==
group,metric,value,unit
outcome,status,"finished, violations left",
outcome,violations,"setup timing",
critical_path,crit_fanout,3,
flow_run,cap_violations,0,
floorplanning,die-height,96,um
final_timing,final-hold-violation-count,0,
floorplanning,initCoreUtil,20.19,%
synthesis,top_cell_area_share,23.49,%
synthesis,area_leaders,"xnor2_1 23%, xor2_1 16%, buf_4 8.7%",
critical_path,crit_type,"input port to primary output",
placed_design,pre_cts_slack,-0.8489,ns
final_timing,setup_viol,9,
synthesis,syn-cell-area,1119,um2
synthesis,most_common_cell,"xnor2_1",
critical_path,critPathLaunchType,"input port",
placed_design,place_area,2132,um2
pwr,powerDensity,151.2,nW/um2
final_timing,rsz0062_at_grt,"true",
min_path,hold_path_class,"input port to primary output",
floorplanning,ios,99,
final_timing,finalCritPeriodShare,106.5,%
drt,routed_wl,4.905,mm
critical_path,crit_end,"D_RTdata[0]",
finish,syn_to_final_growth,125.2,%
finish,drive_gt1_share,52.05,%
grt,grt_pass1_wl,7.555,mm
grt,gr-total-overflow,0,
finish,ff_count,0,
grt,grt_max_degree,7,
synthesis,ys_seq_share,0,%
drt,drt-wirelength-per-cell,13.48,um
final_timing,drv_slew,0,
critical_path,worstSetupStartpoint,"M_WB[3]",
synthesis,synth.avg_cell_area,6.991,um2
synthesis,synth_warnings,4,
critical_path,cp-end-kind,"primary output",
critical_path,required,1.92,ns
flow_run,warnings,54,
pwr,max-vdd-ir-drop,78.39,uV
drt,viasPerCell,4.137,
pwr,leakagePower,1.166,nW
final_timing,timing.final.ws_setup,-0.1558,ns
placed_design,port_buffers,69,
finish,final_area,2519,um2
final_timing,clock.fmax,0.3913,GHz
synthesis,ys_area,1119,um2
floorplanning,core_area,5540,um2
cts,cts_hold_buf,0,
drt,vias,1506,
synthesis,ys_top_cells_by_count,"30 x xnor2_1, 21 x xor2_1, 13 x buf_4",
floorplanning,dieArea,9216,um2
placed_design,gp_congestion,0.8857,
grt,grt_pass1_vias,1648,
grt,track_usage,10.09,%
final_timing,setup-tns-final,-0.4445,ns
synthesis,synthCells,160,
pwr,finalPower,0.0003809,W
final_timing,min_period,2.556,ns
drt,first_iter_violations,25,
finish,instances_no_fill,364,
placed_design,hpwl,4.135,mm
drt,drc,0,
placed_design,dpl.cell_count,335,
grt,antenna_found_initial,0,
floorplanning,chipWidth,96,um
synthesis,yosysUniqueCellTypes,34,
synthesis,yosys.area.top_type,"xnor2_1",
finish,clkbuf_count,0,
drt,firstDrtPassIters,4,
finish,regArea,0,um2
floorplanning,core.rowCount,27,
critical_path,arrival,2.08,ns
drt,diodes,0,
finish,fillers,526,
min_path,whs_path_depth,5,
drt,detail-route-antenna-nets,0,
synthesis,ys_cells,160,
[logic make-up (layout without fill, tap and decap cells)]
logic type	count (synthesis)	in the layout	synth area share [%]
compound gates	14	14	9.286
xor+xnor	51	51	39.93
buf+inv	26	149	15.10
mux	5	5	4.474
other cells	1	10	0.3352
simple gates	63	63	30.87
[cells in the final DEF (no fill, tap or decap), types with 4 or more instances in the layout]
| cell type | count |
|---|---|
| nor2_1 | 5 |
| clkdlybuf4s50_1 | 14 |
| buf_6 | 17 |
| nor3_1 | 5 |
| xnor2_1 | 28 |
| dlygate4sd2_1 | 12 |
| inv_1 | 4 |
| nand2_2 | 4 |
| buf_4 | 61 |
| clkbuf_2 | 4 |
| nand3_1 | 10 |
| mux2i_1 | 5 |
| nor2b_1 | 4 |
| xor2_1 | 20 |
| buf_2 | 22 |
| conb_1 | 10 |
| clkdlybuf4s15_2 | 6 |
| nor2_2 | 4 |
| nand2_1 | 4 |
[worst min-delay path by stage]
stage / startpoint / to
after CTS: E_WB[3] / reset_E
after global routing: E_newdata_type[0] / D_RSdata[1]
final: E_newdata_type[0] / D_RSdata[1]
[worst max-delay path: stages]
cell	delay (ns)
buf_8	0.10
buf_6	0.10
buf_6	0.11
nor2b_4	0.11
nor4_2	0.25
buf_4	0.15
nand4b_1	0.17
buf_4	0.20
a211o_1	0.28
buf_2	0.12
[metal layers]
layer  vias up  track usage [%]  wire length (um)
met3         0            2.516               384
met2        45            18.50              2434
li1        786                -                 -
met1       675            12.16              2086
met5         -                0                 0
met4         0           0.2457                 0
[through the flow]
stage                     hold WS, ns  util [%]
after floorplan                0.9869         -
after detailed placement        1.947     38.48
after CTS                       1.568     43.00
after global routing            1.600     45.46
after global placement          1.961     38.48
final                           1.553     45.46
[layout make-up]
class / count / area [um2] / share of cell area (%)
inverter: 4 / 15.01 / 0.5961
timing repair buffer: 145 / 1220 / 48.44
multi-input combinational: 143 / 1194 / 47.39
tap: 72 / 90.09 / 3.577
[where the power goes]
group          switching [W]  total, W  internal, W
Sequential                 0         0            0
Combinational       0.000157  0.000381     0.000224
Clock                      0         0            0
Total               0.000157  0.000381     0.000224
[what timing repair did]
item                       in CTS  in global routing
gates resized                 193                 38
setup endpoints to repair      19                 16
buffers inserted               27                  5
pin swaps                      38                 32
Power is estimated from default activity; no workload was simulated.
